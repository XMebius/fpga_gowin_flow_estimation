[/design/flow/design.v]
parameter input_signed = 1'b0;
parameter INR = 1'b0;
parameter OUTR = 1'b1;
parameter PIPER = 1'b0;
parameter N = 8;
parameter RESET_MODE = "SYNC";
parameter WDEPTH = 4096;
parameter WDSIZE = 24;
parameter RDEPTH = 4096;
parameter RDSIZE = 24;
parameter ASIZE = 12;
parameter RASIZE = 12;
parameter MULTIPLIER = "radix2";
module hist_Stretch#(
      parameter DW = 24
      )(
      input                      pixelclk,
      input                      reset_n,
      input [DW-1:0]    din, 
      input                      i_hsync,
      input                      i_vsync,
      input                      i_de,
  output [DW-1:0]dout, 
      output                     o_hsync,
      output                     o_vsync,
      output                     o_de
   );
wire [7:0] gray = din[7:0]; 
reg  [7:0] gray_r;
reg        vsync_r;
reg        hsync_r;
reg        de_r;
wire [7:0]gray_max; 
wire [7:0]gray_min; 
wire       vsync_pos = (i_vsync&(!vsync_r)); 
wire       vsync_neg = (!i_vsync&vsync_r);   
assign dout = {gray_r,gray_r,gray_r};
assign o_hsync = hsync_r;
assign o_vsync = vsync_r;
assign o_de = de_r;
always @(posedge pixelclk) begin
  vsync_r <= i_vsync;
  hsync_r <= i_hsync;
  de_r <= i_de;
end
always @(posedge pixelclk or negedge reset_n)begin
  if(reset_n == 1'b0) begin
gray_r<=0;
  end
  else begin
if(i_de ==1'b1) begin
  if(gray>gray_max)
    gray_r<=8'd255;
  else if(gray<gray_min)
    gray_r<=8'd255;
  else
gray_r <=STRETCH(gray,gray_min,gray_max);
end
  end
end
minmax#(.DW(8)
      )Uminmax(
      .pixelclk(pixelclk),
      .reset_n(reset_n),
      .din(gray), 
      .i_hsync(i_hsync),
      .i_vsync(i_vsync),
      .i_de(i_de),
  .gray_max(gray_max), 
  .gray_min(gray_min) 
   );  
function [7:0] STRETCH;
          input [7:0] gray,gray_min,gray_max;
  begin
    STRETCH = 8'd125;
  end
endfunction   
endmodule
`timescale 1ns/1ps
module minmax#(parameter DW = 8
      )(
      input                      pixelclk,
      input                      reset_n,
      input [DW-1:0]    din, 
      input                      i_hsync,
      input                      i_vsync,
      input                      i_de,
  output reg [DW-1:0]gray_max, 
  output reg  [DW-1:0]gray_min 
   );
reg [DW-1:0]gray_maxr; 
reg [DW-1:0]gray_minr; 
reg        vsync_r;
reg de_r;
wire       vsync_pos = (i_vsync&(!vsync_r)); 
wire       vsync_neg = (!i_vsync&vsync_r);   
always @(posedge pixelclk) begin
  de_r <= i_de;
  vsync_r<=i_vsync;
end
always @(posedge pixelclk or negedge reset_n)begin
  if(!reset_n) begin
    gray_maxr<= 8'd0;
gray_minr<= 8'd255;
  end  
  else begin
    if(i_vsync ==1'b1 && i_de ==1'b1) begin
  gray_maxr<= (gray_maxr>din)?gray_maxr:din;
  gray_minr<= (din>gray_minr)?gray_minr:din;    
end
else if(vsync_neg == 1'b1)begin
  gray_max<= gray_maxr;
  gray_min<= gray_minr;
  gray_maxr<= 8'd0;
  gray_minr<= 8'd255;
end
else begin
  gray_max<= gray_max;
  gray_min<= gray_min;
  gray_maxr<= gray_maxr;
  gray_minr<= gray_minr;
end
  end
end
endmodule
[/design/flow/run.sh]
#!/bin/bash
# OpenROAD 26Q1-2900-gdf79404cd8, Yosys 0.63+post, stock flow scripts
make -C /OpenROAD-flow-scripts/flow DESIGN_CONFIG=/design/flow/config.mk WORK_HOME=/design/flow/orfs finish
[/design/flow/constraint.sdc]
current_design hist_Stretch

set clk_period 3.1
set clk_io_pct 0.2

create_clock -name clk0 -period $clk_period [get_ports {pixelclk}]

set non_clock_inputs [all_inputs -no_clocks]
set_input_delay [expr $clk_period * $clk_io_pct] -clock clk0 $non_clock_inputs
set_output_delay [expr $clk_period * $clk_io_pct] -clock clk0 [all_outputs]
[/design/flow/config.mk]
export PLATFORM = sky130hd
export DESIGN_NAME = hist_Stretch
export DESIGN_NICKNAME = hist_Stretch
export VERILOG_FILES = /design/flow/design.v
export SDC_FILE = /design/flow/constraint.sdc
export NUM_CORES = 4
export LEC_CHECK = 1
export CORE_UTILIZATION = 30
==> tab_implementation.tex <==
% Auto-generated results table
\begin{tabular}{lr}
\hline
Metric & Value \\
\hline
\multicolumn{2}{l}{\textbf{Layout}} \\
Most numerous logic cells after layout & clkdlybuf4s50\_1, inv\_1, ha\_1 \\
Combinational gate area & approximately 940 um2 \\
Area added between synthesis and finish & 20.8\% \\
Cell area after layout & 2700 um2 \\
Share of cells above drive strength 1 & around 12\% \\
Number of standard cells in the final layout excluding fillers & $\sim$330 \\
Leading cell type in the layout, fill and taps excluded & clkdlybuf4s50\_1 \\
Total of fill cells in the finished design & approximately 700 \\
Sequential cell area & 1000 um2 \\
\multicolumn{2}{l}{\textbf{Clock network}} \\
Hold Buf Count CTS & 0 \\
Clock Sink Count & 37 \\
CTS max path bufs & 2 \\
CTS Buf Count & 5 \\
Clock root buffer & clkbuf\_8 \\
H-tree level count & 2 \\
Post-cts sizing count & 0 \\
Clock transition at path regs & roughly 0.07 ns \\
Setup bufs post-CTS & 0 \\
CTS tree & done \\
Clock latency reported for the late side of the worst-skew pair & 0.28 ns \\
\multicolumn{2}{l}{\textbf{Detailed routing}} \\
Final routed wirelength across all metal layers & between 3000 and 4000 um \\
Number of design-rule violations left by the first detailed-router iteration & between 50 and 60 \\
Drt wl/cell & roughly 12 um \\
Via count & approximately 1500 \\
Number of antenna-violating nets in the routed design & 0 \\
1st-pass router iterations & 4 \\
Remaining routing DRC violations & 0 \\
Number of vias per cell & $\sim$4.4 \\
Diodes inserted & 0 \\
\multicolumn{2}{l}{\textbf{Pwr}} \\
Switching share of power & 25.7\% \\
Proportion of power drawn by flip-flops and latches & 50.9\% \\
Leakage dissipation & between 1 and 1.5 nW \\
Internal power & between 0.0008 and 0.0009 W \\
Power density relative to cell area & $\sim$450 nW/um2 \\
Clk network pwr share & 28.3\% \\
Net switching power of the design & $\sim$0.00031 W \\
Logic gate share of total power & around a fifth \\
Peak supply drop & a little over 0.2 mV \\
\multicolumn{2}{l}{\textbf{Setup path}} \\
Max FO, Critical Path & 8 \\
Worst reg2reg endpoint & Uminmax.gray\_minr[3] \\
Required time at the worst-slack endpoint & between 3 and 4 ns \\
Reg-to-reg critical path startpoint & Uminmax.gray\_minr[7] \\
Flop2flop setup slack & roughly 0.99 ns \\
Critical path launch point type & input pin \\
Critical path class & in -> reg \\
CP Data Arrival Time & about 2.7 ns \\
FF-to-FF path depth & 7 \\
Element type at the critical path end & register \\
Beginning of the critical path & din[7] \\
Critical path endpoint & Uminmax.gray\_minr[3] \\
\multicolumn{2}{l}{\textbf{Synth}} \\
\# Cells Yosys & $\sim$210 \\
Share of flip-flops with an asynchronous set or reset after synthesis & between 40\% and 50\% \\
Post-synth top area share & roughly 22\% \\
Number of storage elements in the synthesis netlist & 37 \\
Leading cell types by total area after synthesis & edfxtp\_1, ha\_1, dfrtp\_1 \\
Seq share, synth & $\sim$45\% \\
Number of warning messages in the yosys log & 2 \\
Total cell area reported by yosys after synthesis & 2230 um2 \\
Syn Std Cell Area & 2230 um2 \\
Cells after synthesis & roughly 210 \\
Post-synth top flop & edfxtp\_1 \\
Distinct cell type count of the synthesized netlist & 30 \\
Library cell occupying the most area in the post-synthesis netlist & edfxtp\_1 \\
Number of enable flip-flop cells & 16 \\
Mean Syn Cell Area & 10.8 um2 \\
\multicolumn{2}{l}{\textbf{STA}} \\
Achievable Freq & about 400 MHz \\
Worst hold slack & between 0.4 and 0.5 ns \\
Setup repair after global routing missed its margin & no \\
Final period demand of the worst path & $\sim$2.5 ns \\
Fin Clk Skew & between 0.006 and 0.007 ns \\
Finish-stage setup viols & 0 \\
Slew at the pin closest to its max-slew limit & 0.479 ns \\
Final setup margin & about 0.61 ns \\
Accumulated negative setup slack & 0 ns \\
Slew margin rel. & between 60\% and 70\% \\
Final count of hold timing violations & 0 \\
Final Max-Slew Violation Tally & 0 \\
Fin crit share & around four fifths \\
\multicolumn{2}{l}{\textbf{Outcome}} \\
Run status & completed \\
\multicolumn{2}{l}{\textbf{Placement}} \\
Area post-placement & roughly 2600 um2 \\
DP Worst Slack & roughly 0.3 ns \\
Post-DP HPWL & 3020 um \\
Placed cell count & $\sim$330 \\
IO buf count & 39 \\
Placer Congestion & 0.745 \\
\multicolumn{2}{l}{\textbf{Global route}} \\
Number of antenna violations at the first check in global routing & 0 \\
Vias in the first global route & 1423 \\
First-pass GRT wire length & $\sim$6600 um \\
Pin count of the biggest net entering global routing & 20 \\
Total routing resource utilization after global routing & 11.4\% \\
Remaining global-route overflow & 0 \\
\multicolumn{2}{l}{\textbf{Floorplan}} \\
Area of the placeable core & between 7000 and 8000 um2 \\
Area of the die & $\sim$8000 um2 \\
Initial standard-cell utilization of the core & a little under a third \\
Height of the die & a little under 90 um \\
Number of top-level pins & approximately 56 \\
Row count & 31 \\
Chip Width & around 90 um \\
\multicolumn{2}{l}{\textbf{Run}} \\
Count of max-cap constraint violations & 0 \\
Total tool warning count & 41 \\
\multicolumn{2}{l}{\textbf{Worst hold path}} \\
Path class of the lowest-slack min-delay path & reg -> reg \\
\hline
\end{tabular}
## synth_stat cells, types with 2 or more instances
master     n
ha_1      31
nor2_1     6
mux2_2     7
clkbuf_1   2
a21o_1     2
nand4_1    6
mux2i_1    9
edfxtp_1  16
nand2b_1   2
o21ai_0    6
inv_1     32
buf_4     22
o211ai_1   4
a211oi_1   2
nand2_1   17
dfstp_2    8
a21oi_1    7
nor2b_1    5
dfxtp_1    3
dfrtp_1   10
## routing by layer
| layer | vias up | track usage, % | wire [um] |
|---|---|---|---|
| met5 | - | 0 | 0 |
| met4 | 0 | 1.47 | 48 |
| met3 | 7 | 2.08 | 211 |
| met2 | 48 | 18.0 | 1670 |
| met1 | 676 | 17.5 | 1920 |
| li1 | 749 | - | - |
## critical path, stage by stage
cell	delay, ns
clkdlybuf4s50_1	0.54
ha_1	0.36
nand4_1	0.13
or3_1	0.41
o41ai_4	0.06
buf_4	0.22
mux2_2	0.34
## worst min-delay path by stage
stage / from / end / slack, ns / cells past startpoint
final: Uminmax.gray_maxr[0] / Uminmax.gray_max[0] / 0.48 / 0
after global routing: Uminmax.gray_maxr[5] / Uminmax.gray_max[5] / 0.50 / 0
after CTS: Uminmax.gray_maxr[0] / Uminmax.gray_max[0] / 0.48 / 0
## stage by stage
stage               total power, W  utilization, %
floorplan                 0.000788               -
CTS                        0.00122            37.4
global route               0.00129            37.4
global placement          0.000870            36.2
detailed placement        0.000875            36.2
finish                     0.00120            37.4
## final cells by class
type,count,area share (%)
Multi-Input combinational cell,113,34.7
Clock buffer,8,3.34
Inverter,32,4.45
Tap cell,99,4.59
Sequential cell,37,37.1
Timing Repair Buffer,44,15.9
## power groups by stage
stage         combinational [W]  clock (W)  sequential [W]
finish                 0.000250   0.000340        0.000613
global route           0.000291   0.000376        0.000621
CTS                    0.000255   0.000354        0.000613
## registers in the layout (all words and copies together), names as in the netlist
signal	cells
de_r	1
hsync_r	1
Uminmax.gray_minr	8
Uminmax.gray_max	8
gray_r	2
Uminmax.gray_maxr	8
Uminmax.vsync_r	1
Uminmax.gray_min	8
## logic make-up (layout without fill, tap and decap cells)
| logic type | after synthesis | after routing | synth area share (%) |
|---|---|---|---|
| simple gates | 41 | 41 | 8.96 |
| buf+inv | 57 | 84 | 13.3 |
| compound gates | 25 | 25 | 8.01 |
| flops | 37 | 37 | 44.8 |
| mux | 16 | 16 | 7.56 |
| fa+ha+maj | 31 | 31 | 17.4 |
Power and IR drop assume default switching activity.
